### design/flow/config.mk
export PLATFORM = sky130hd
export DESIGN_NAME = eightBitCLA
export DESIGN_NICKNAME = eightBitCLA
export VERILOG_FILES = /design/flow/design.v
export SDC_FILE = /design/flow/constraint.sdc
export NUM_CORES = 4
export LEC_CHECK = 1
export CORE_AREA = 10 10 70 70
export DIE_AREA = 0 0 80 80
### design/flow/constraint.sdc
current_design eightBitCLA

set clk_period 10.2
set clk_io_pct 0.2

create_clock -name clk0 -period $clk_period

set non_clock_inputs [all_inputs -no_clocks]
set_input_delay [expr $clk_period * $clk_io_pct] -clock clk0 $non_clock_inputs
set_output_delay [expr $clk_period * $clk_io_pct] -clock clk0 [all_outputs]
### design/flow/design.v
module eightBitCLA
(
	input [7:0] A,
	input [7:0] B,
	input Cin,
	output [7:0]S,
	output Cout
);
wire [7:0]P;     
wire [7:0]G;
wire [6:0]C;
assign  S[0]= A[0] ^ B[0] ^ Cin;
assign  P[0]= A[0] ^ B[0];
assign  G[0]= A[0] * B[0];
assign  C[0]= P[0]*Cin + G[0];
assign  S[1]= A[1] ^ B[1] ^ C[0];
assign  P[1]= A[1] ^ B[1];
assign  G[1]= A[1] * B[1];
assign  C[1]= P[1]*C[0] + G[1];
assign  S[2]= A[2] ^ B[2] ^ C[1];
assign  P[2]= A[2] ^ B[2];
assign  G[2]= A[2] * B[2];
assign  C[2]= P[2]*C[1] + G[2];
assign  S[3]= A[3] ^ B[3] ^ C[2];
assign  P[3]= A[3] ^ B[3];
assign  G[3]= A[3] * B[3];
assign  C[3]= P[3]*C[2] + G[3];
assign  S[4]= A[4] ^ B[4] ^ C[3];
assign  P[4]= A[4] ^ B[4];
assign  G[4]= A[4] * B[4];
assign  C[4]= P[4]*C[3] + G[4];
assign  S[5]= A[5] ^ B[5] ^ C[4];
assign  P[5]= A[5] ^ B[5];
assign  G[5]= A[5] * B[5];
assign  C[5]= P[5]*C[4] + G[5];
assign  S[6]= A[6] ^ B[6] ^ C[5];
assign  P[6]= A[6] ^ B[6];
assign  G[6]= A[6] * B[6];
assign  C[6]= P[6]*C[5] + G[6];
assign  S[7]= A[7]^B[7]^C[6];
assign  P[7]= A[7] ^ B[7];
assign  G[7]= A[7] * B[7];
assign  Cout= P[7]*C[6] + G[7];
endmodule
### design/flow/run.sh
#!/bin/bash
# OpenROAD 26Q1-2900-gdf79404cd8, Yosys 0.63+post, stock flow scripts
make -C /OpenROAD-flow-scripts/flow DESIGN_CONFIG=/design/flow/config.mk WORK_HOME=/design/flow/orfs finish
==> impl_summary.log <==
[flow] final metrics
[metrics] Flops: 0
[metrics] worst endpoint required time: roughly 8200 ps
[metrics] total of cells resized after clock tree synthesis: 0
[metrics] share of the yosys chip area belonging to registers: 0%
[metrics] die y size: roughly 80 microns
[metrics] final hold violation count: 0
[metrics] unique cell type count in the Yosys netlist: 2
[metrics] Worst Setup Start Kind: input port
[metrics] hpwl dp: 776 microns
[metrics] Post-Place Cells: 90
[metrics] count of yosys warnings during synthesis: 0
[metrics] Horiz. Die Dim: 80 microns
[metrics] wire length of the first global-routing pass: 1170 microns
[metrics] vias after detailed routing: 211
[metrics] area added between synthesis and finish: 161%
[metrics] unrepaired setup endpoints after global routing: false
[metrics] effective utilization at floorplan: 5.79%
[metrics] drt first-iter violations: 0
[metrics] GP Congestion: 0.820
[metrics] share of Yosys cell area claimed by the top area cell type: between 80% and 90%
[metrics] Yosys top cell by area: sky130_fd_sc_hd__fa_1
[metrics] number of vias per cell after detailed routing: ~2.3
[metrics] Rel. slew slack: approximately 93%
[metrics] arrival time at the worst endpoint: 6010 ps
[metrics] I/O Buffers: 26
[metrics] result of the run: finished, final reports clean
[metrics] total routing resource utilization after global routing: 2.24%
[metrics] cell types with the largest area share after synthesis: sky130_fd_sc_hd__fa_1 (81%), sky130_fd_sc_hd__inv_1 (19%)
[metrics] Worst Setup Slack, final: 2150 ps
[metrics] count of warning messages emitted by the tools: 32
[metrics] via count of the first global-routing pass: 236
[metrics] Slew @ Worst Pin: 105 ps
[metrics] row count: 21
[metrics] die area: 6400 sq um
[metrics] post-route DRC violation count: 0
[metrics] min Tclk post-route: 8050 ps
[metrics] overflow left after global routing: 0
[metrics] Setup crit end kind: output port
[metrics] PwrDens: 51.7 nW/um^2
[metrics] average size of a mapped cell: around 11 sq um
[metrics] post-synthesis cell area: roughly 200 sq um
[metrics] post-place setup slack: 2110 ps
[metrics] count of boundary I/O pins: 26
[metrics] router iterations before antenna repair: 1
[metrics] reported max-cap violation count: 0
[metrics] Hold-fix buffers, CTS: 0
[metrics] FF+latch area: 0 sq um
[metrics] number of fill cells: 385
[metrics] fraction of layout cells with a size suffix above 1: 0%
[metrics] Core Area: 3420 sq um
[metrics] pin count of the biggest net entering global routing: 2
[metrics] Worst VDD drop: 0.0199 mV
[metrics] final cell count without fillers: 90
[metrics] total setup violations reported at the end of the flow: 0
[metrics] diodes inserted: 0
[metrics] buffers inserted by post-CTS timing repair: 0
[metrics] post-synthesis instance total: 18
[metrics] peak clock frequency supported by timing: 0.124 GHz
[metrics] Post-Layout Inst Area: between 500 and 600 sq um
[metrics] hold slack final: 5120 ps
[metrics] antenna violations before repair: 0
[metrics] mean routed wirelength per cell: 8.51 microns
[metrics] share of the clock period used by the worst path: 78.9%
[metrics] leakage: 0.213 nW
[metrics] final tally of max-slew violations: 0
[metrics] # Cells Yosys: 18
[metrics] worst setup path category: input port to output port
[metrics] chip area from the yosys synthesis statistics: between 150 and 200 sq um
[metrics] count of clock-net buffers in the final layout: 0
[metrics] Worst Hold Class: input port to output port
[metrics] setup_tns: 0 ps
[metrics] ANT nets after route: 0
[metrics] peak fanout along the critical path: 1
[metrics] cell area after placement: around 520 sq um
[metrics] total wirelength of the detailed-routed design: 766 microns
==> path summary, 6_finish.rpt <==
check  startpoint    to  slack (ps)  cells past startpoint
max          A[0]  S[7]        2150                     14
min           Cin  S[0]        5120                      5
==> cell type report <==
class	instances	area (sq um)	share of cell area (%)
Multi-Input combinational cell	8	160	31.1
Tap cell	46	57.6	11.2
Timing Repair Buffer	26	260	50.5
Inverter	10	37.5	7.28
==> cells in the mapped netlist <==
master and n:
sky130_fd_sc_hd__inv_1 10, sky130_fd_sc_hd__fa_1 8
==> routing by layer <==
| layer | global-route usage [%] | vias to the layer above | part of all wire (%) |
|---|---|---|---|
| li1 | - | 96 | - |
| met1 | 3.00 | 90 | 41 |
| met2 | 2.33 | 25 | 26 |
| met3 | 2.61 | 0 | 33 |
| met4 | 0 | 0 | 0 |
| met5 | 0 | - | 0 |
==> placed cells by master (no fill, tap or decap) <==
| cell type | synthesis | routed |
|---|---|---|
| sky130_fd_sc_hd__clkdlybuf4s50_1 | 0 | 26 |
| sky130_fd_sc_hd__inv_1 | 10 | 10 |
| sky130_fd_sc_hd__fa_1 | 8 | 8 |
==> report_power, final <==
group | internal, mW | total [mW] | leakage [nW] | switching, mW
sequential | 0 | 0 | 0 | 0
combinational | 0.0195 | 0.0266 | 0.213 | 0.00712
clock | 0 | 0 | 0 | 0
==> kinds of logic (layout without fill, tap and decap cells) <==
family,Yosys count,in the layout,synth area share [%]
buffers and inverters,10,36,19.0
adders and majority gates,8,8,81.0
==> worst max-delay path: stages <==
cell                              delay (ps)
sky130_fd_sc_hd__clkdlybuf4s50_1         400
sky130_fd_sc_hd__inv_1                    80
sky130_fd_sc_hd__fa_1                    160
sky130_fd_sc_hd__inv_1                    50
sky130_fd_sc_hd__fa_1                    370
sky130_fd_sc_hd__fa_1                    380
sky130_fd_sc_hd__fa_1                    390
sky130_fd_sc_hd__fa_1                    390
sky130_fd_sc_hd__fa_1                    390
sky130_fd_sc_hd__fa_1                    360
sky130_fd_sc_hd__inv_1                    70
sky130_fd_sc_hd__fa_1                    400
sky130_fd_sc_hd__inv_1                    60
sky130_fd_sc_hd__clkdlybuf4s50_1         470
==> stage by stage <==
step                utilization (%)  total power [mW]
floorplan                         -           0.00384
global placement               15.1            0.0271
detailed placement             15.1            0.0274
CTS                            15.1            0.0276
global route                   15.1            0.0301
finish                         15.1            0.0266
No activity file was given, so power comes from the tool's default toggle rates.
