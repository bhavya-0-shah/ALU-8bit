File: design/flow/design.v
module Addereightbit 
(
input [7:0]A,
input [7:0]B,
input Cin,
output [7:0]S,
output Cout
);
wire c0;
wire c1;
wire c2;
wire c3;
wire c4;
wire c5;
wire c6;
fullAdder fa0
(
.A(A[0]),
.B(B[0]),
.Cin(Cin),
.S(S[0]),
.Cout(c0)
); 
fullAdder fa1
(
.A(A[1]),
.B(B[1]),
.Cin(c0),
.S(S[1]),
.Cout(c1)
);
fullAdder fa2
(
.A(A[2]),
.B(B[2]),
.Cin(c1),
.S(S[2]),
.Cout(c2)
);
fullAdder fa3
(
.A(A[3]),
.B(B[3]),
.Cin(c2),
.S(S[3]),
.Cout(c3)
);
fullAdder fa4
(
.A(A[4]),
.B(B[4]),
.Cin(c3),
.S(S[4]),
.Cout(c4)
);
fullAdder fa5
(
.A(A[5]),
.B(B[5]),
.Cin(c4),
.S(S[5]),
.Cout(c5)
);
fullAdder fa6
(
.A(A[6]),
.B(B[6]),
.Cin(c5),
.S(S[6]),
.Cout(c6)
);
fullAdder fa7
(
.A(A[7]),
.B(B[7]),
.Cin(c6),
.S(S[7]),
.Cout(Cout)
);
endmodule
module adder16bit
(
	input  [15:0]A,
	input  [15:0]B,
	input        Cin,
	output [15:0]S,
	output       Cout
);
wire [1:0]c;
Addereightbit fa0 
(
.A(A[7:0]),
.B(B[7:0]),
.Cin(Cin),
.S(S[7:0]),
.Cout(c[0])
);
Addereightbit fa1 
(
.A(A[15:8]),
.B(B[15:8]),
.Cin(c[0]),
.S(S[15:8]),
.Cout(c[1])
);
assign Cout= c[1];
endmodule
module fullAdder 
(
input A,
input B,
input Cin,
output S,
output Cout
); 
wire a1out;
wire a2out;
wire a3out;
xor(S,A,B,Cin);
and(a1out,A,Cin);
and(a2out,A,B);
and(a3out,B,Cin);
or(Cout,a1out,a2out,a3out);
endmodule
module Multiplier8bit
(
	input [7:0]A,
	input [7:0]B,
	output [7:0]O
);
wire [15:0]Mul;
wire [7:0]res0;
wire [15:0]reso0;
wire [7:0]res1;
wire [15:0]reso1;
wire [7:0]res2;
wire [15:0]reso2;
wire [7:0]res3;
wire [15:0]reso3;
wire [7:0]res4;
wire [15:0]reso4;
wire [7:0]res5;
wire [15:0]reso5;
wire [7:0]res6;
wire [15:0]reso6;
wire [7:0]res7;
wire [15:0]reso7;
oneto8bitmultiplier om0
(
.A(A),
.B(B[0]),
.M(res0)
);
assign reso0= {8'b0,res0[7:0]};
oneto8bitmultiplier om1
(
.A(A),
.B(B[1]),
.M(res1)
);
assign reso1= {7'b0,res1[7:0],1'b0};
oneto8bitmultiplier om2
(
.A(A),
.B(B[2]),
.M(res2)
);
assign reso2= {6'b0,res2[7:0],2'b0};
oneto8bitmultiplier om3
(
.A(A),
.B(B[3]),
.M(res3)
);
assign reso3= {5'b0,res3[7:0],3'b0};
oneto8bitmultiplier om4
(
.A(A),
.B(B[4]),
.M(res4)
);
assign reso4= {4'b0,res4[7:0],4'b0};
oneto8bitmultiplier om5
(
.A(A),
.B(B[5]),
.M(res5)
);
assign reso5= {3'b0,res5[7:0],5'b0};
oneto8bitmultiplier om6
(
.A(A),
.B(B[6]),
.M(res6)
);
assign reso6= {2'b0,res6[7:0],6'b0};
oneto8bitmultiplier om7
(
.A(A),
.B(B[7]),
.M(res7)
);
assign reso7= {1'b0,res7[7:0],7'b0};
wire [15:0]fres0;
wire [15:0]fres1;
wire [15:0]fres2;
wire [15:0]fres3;
wire [15:0]fres4;
wire [15:0]fres5;
wire [6:0]c;
adder16bit fa0
(
.A(reso0),
.B(reso1),
.Cin(0),
.S(fres0),
.Cout(c[0])
);
adder16bit fa1
(
.A(fres0),
.B(reso2),
.Cin(c[0]),
.S(fres1),
.Cout(c[1])
);
adder16bit fa2
(
.A(fres1),
.B(reso3),
.Cin(c[1]),
.S(fres2),
.Cout(c[2])
);
adder16bit fa3
(
.A(fres2),
.B(reso4),
.Cin(c[2]),
.S(fres3),
.Cout(c[3])
);
adder16bit fa4
(
.A(fres3),
.B(reso5),
.Cin(c[3]),
.S(fres4),
.Cout(c[4])
);
adder16bit fa5
(
.A(fres4),
.B(reso6),
.Cin(c[4]),
.S(fres5),
.Cout(c[5])
);
adder16bit fa6
(
.A(fres5),
.B(reso2),
.Cin(c[5]),
.S(Mul),
.Cout(c[6])
);
assign O[7:0]={Mul[7:0]};
endmodule
module oneto8bitmultiplier
(
	input  [7:0]A,
	input  B,
	output [7:0]M
);
assign M[0]= A[0]*B;
assign M[1]= A[1]*B;
assign M[2]= A[2]*B;
assign M[3]= A[3]*B;
assign M[4]= A[4]*B;
assign M[5]= A[5]*B;
assign M[6]= A[6]*B;
assign M[7]= A[7]*B;
endmodule
File: design/flow/run.sh
#!/bin/bash
# OpenROAD 26Q1-2900-gdf79404cd8, Yosys 0.63+post, stock flow scripts
make -C /OpenROAD-flow-scripts/flow DESIGN_CONFIG=/design/flow/config.mk WORK_HOME=/design/flow/orfs finish
File: design/flow/config.mk
export PLATFORM = sky130hd
export DESIGN_NAME = Multiplier8bit
export DESIGN_NICKNAME = Multiplier8bit
export VERILOG_FILES = /design/flow/design.v
export SDC_FILE = /design/flow/constraint.sdc
export NUM_CORES = 4
export LEC_CHECK = 1
export CORE_AREA = 10 10 87 87
export DIE_AREA = 0 0 97 97
File: design/flow/constraint.sdc
current_design Multiplier8bit

set clk_period 8.6
set clk_io_pct 0.2

create_clock -name clk0 -period $clk_period

set non_clock_inputs [all_inputs -no_clocks]
set_input_delay [expr $clk_period * $clk_io_pct] -clock clk0 $non_clock_inputs
set_output_delay [expr $clk_period * $clk_io_pct] -clock clk0 [all_outputs]
==> results.yml <==
# implementation run metrics
setup_path:
  endpoint_kind: "primary output"
  path_class: "input port to primary output"
  required_ns: 6.88
  slowest_delay_ns: 0.54
  cpMostUsedCell: "fa_2"
  cp_max_fo: 2
  cpMaxStageDelayCell: "fa_2"
  setup.worst_path.start: "A[0]"
  endpoint: "O[7]"
  start_kind: "input port"
  cp.arrival_ns: 7.29
power_and_ir_drop:
  total_power_uw: 215
  power.density_nw_per_um2: 160
  ir_worst_vdd_uv: 78.6
  leakagePower_nw: 0.575
drt:
  drt-pass1-iter-count: 2
  drc_errors: 0
  vias: 659
  drtIter0Drc: 5
  diodes: 0
  wl_per_cell_um: 9.35
  antenna_left: 0
  routed_via_density: 3.26
  routed_wl_um: 1890
layout:
  clock_buffers: 0
  area_growth_pct: 50.3
  layout.cells.non_filler: 202
  drive_gt1_frac: 0.423
  seq_cells: 0
  regArea_um2: 0
yosys:
  syn_inst: 101
  topCellsByArea: "fa_1 43%, ha_1 9.8%, inv_1 8.8%"
  top_area_cell: "fa_1"
  top_cell_area_share: 0.425
  ys_chip_area_um2: 895
  ys_types: 11
  yosysCellCount: 101
  synth_area_per_cell_um2: 8.86
  synth.yosys.warnings: 1
  syn_area_um2: 895
  yosysSeqAreaShare: 0
  most_common_cell: "inv_1"
  common_cells: "21 x inv_1, 19 x fa_1, 19 x nand2_1"
status:
  violations: "negative setup slack"
  status: "finished, violations left"
final_timing:
  finalCritPeriodShare: 1.05
  hold_slack_ns: 4.20
  finalHoldViolCount: 0
  worst_slack_ns: -0.415
  slew_headroom: 0.806
  fmax_mhz: 111
  final_max_slew_viol_count: 0
  tightest_slew_ns: 0.289
  period_minus_slack_ns: 9.01
  finalSetupViolCount: 1
  grt_setup_unrepaired: "true"
placement:
  place_congestion: 0.783
  dp.cells: 202
  io_buffers: 23
  dp_hpwl_um: 1830
grt:
  grt_max_degree: 7
  overflow: 0
  antenna_found_initial: 0
  grt_pass1_wl_um: 3520
  grt_pass1_vias: 775
  grt_use_total: 0.0432
die:
  fp.dieH_um: 97
  initCoreUtil: 0.159
  core_area_um2: 5640
  die_w_um: 97
  dieArea_um2: 9410
  ios: 24
  rows: 27
cts:
  cts-hold-fix-buffers: 0
  cts_setup_buffers: 0
run:
  maxCapViolations: 0
  warnings: 37
worst_hold_path:
  hp-class: "input port to primary output"
worst max-delay path: cells and delay by family:
kind,cells,cell delay [ns]
XOR/XNOR,4,0.61
adder cells (fa/ha/maj),12,4.33
AND/OR/NAND/NOR,1,0.14
buffers and inverters,9,0.51
logic make-up after synthesis:
group,after synthesis,share of synthesized area
and+or+nand+nor,34,0.189
buffers and inverters,29,0.155
xor gates and xnor gates,12,0.133
adders and majority gates,26,0.523
worst min path at each step:
| stage | startpoint | to | slack (ns) | cells past startpoint |
|---|---|---|---|---|
| CTS | B[1] | O[1] | 4.22 | 4 |
| finish | B[0] | O[1] | 4.20 | 4 |
| global route | B[0] | O[1] | 4.23 | 4 |
stage by stage:
stage	cell area [um2]	TNS, ns	setup slack, ns	util
3_5_place_dp	1310	-2.08	-1.28	0.232
3_3_place_gp	1310	-2.11	-1.30	0.232
2_1_floorplan	946	-0.221	-0.221	-
4_1_cts	1320	-0.770	-0.626	0.234
6_report	1350	-0.415	-0.415	0.238
5_1_grt	1350	-0.922	-0.735	0.238
cells in the final DEF (no fill, tap or decap):
master and count:
ha_4 3, buf_2 2, nand2_1 19, ha_2 1
buf_4 14, xor2_2 1, clkdlybuf4s15_2 1, and2_2 1
ha_1 3, inv_2 11, fa_1 8, nand2_2 1
xor2_1 2, xnor2_2 1, xnor2_1 7, and2_1 9
dlygate4sd2_1 1, inv_1 10, buf_6 4, fa_2 11
xnor3_1 1, clkdlybuf4s50_1 15, and2_4 4
power breakdown:
part | switching [mW] | internal (mW)
Clock | 0 | 0
Combinational | 0.0890 | 0.126
Sequential | 0 | 0
repair_timing:
| action | in CTS | in global routing |
|---|---|---|
| gates resized | 39 | 5 |
| setup endpoints to repair | 2 | 2 |
| pin swaps | 22 | 16 |
| cloned | 0 | 0 |
layer usage:
| layer | vias up | routed length [um] | track usage |
|---|---|---|---|
| li1 | 340 | - | - |
| met1 | 310 | 873 | 0.0547 |
| met2 | 9 | 967 | 0.0813 |
| met3 | 0 | 47 | 0.00430 |
| met4 | 0 | 0 | 0 |
| met5 | - | 0 | 0 |
final cells by class:
type | count | area, um2
tap | 72 | 90.1
inverter | 21 | 78.8
timing repair buffer | 37 | 330
fill | 610 | 4300
multi-input combinational | 72 | 846
Power figures rest on the tool's default switching activity, not on a simulated workload.
