**flow/run.sh**
```bash
#!/bin/bash
# OpenROAD 26Q1-2900-gdf79404cd8, Yosys 0.63+post, stock flow scripts
make -C /OpenROAD-flow-scripts/flow DESIGN_CONFIG=/design/flow/config.mk WORK_HOME=/design/flow/orfs finish
```
**flow/constraint.sdc**
```tcl
current_design Subtractoreightbit

set clk_period 3.9
set clk_io_pct 0.2

create_clock -name clk0 -period $clk_period

set non_clock_inputs [all_inputs -no_clocks]
set_input_delay [expr $clk_period * $clk_io_pct] -clock clk0 $non_clock_inputs
set_output_delay [expr $clk_period * $clk_io_pct] -clock clk0 [all_outputs]
```
**flow/design.v**
```verilog
module Addereightbit 
(
input [7:0]A,
input [7:0]B,
input Cin,
output [7:0]S,
output Cout
);
wire c0;
wire c1;
wire c2;
wire c3;
wire c4;
wire c5;
wire c6;
fullAdder fa0
(
.A(A[0]),
.B(B[0]),
.Cin(Cin),
.S(S[0]),
.Cout(c0)
); 
fullAdder fa1
(
.A(A[1]),
.B(B[1]),
.Cin(c0),
.S(S[1]),
.Cout(c1)
);
fullAdder fa2
(
.A(A[2]),
.B(B[2]),
.Cin(c1),
.S(S[2]),
.Cout(c2)
);
fullAdder fa3
(
.A(A[3]),
.B(B[3]),
.Cin(c2),
.S(S[3]),
.Cout(c3)
);
fullAdder fa4
(
.A(A[4]),
.B(B[4]),
.Cin(c3),
.S(S[4]),
.Cout(c4)
);
fullAdder fa5
(
.A(A[5]),
.B(B[5]),
.Cin(c4),
.S(S[5]),
.Cout(c5)
);
fullAdder fa6
(
.A(A[6]),
.B(B[6]),
.Cin(c5),
.S(S[6]),
.Cout(c6)
);
fullAdder fa7
(
.A(A[7]),
.B(B[7]),
.Cin(c6),
.S(S[7]),
.Cout(Cout)
);
endmodule
module fullAdder 
(
input A,
input B,
input Cin,
output S,
output Cout
); 
wire a1out;
wire a2out;
wire a3out;
xor(S,A,B,Cin);
and(a1out,A,Cin);
and(a2out,A,B);
and(a3out,B,Cin);
or(Cout,a1out,a2out,a3out);
endmodule
module Invertereightbit 
(
input [7:0]A,
output [7:0]Ac
);
assign Ac= ~A;
endmodule
module Subtractoreightbit 
(
input [7:0]A,
input [7:0]B,
output [7:0]S,
output Cout
);
wire [7:0]I;
wire [7:0]Q;
wire [7:0]t;
wire cin;
Invertereightbit ia(
.A(B),
.Ac(I)
);
assign t = 8'b1;
assign cin = 8'b0;
assign Q=I+t;
Addereightbit a1
(
.A(A),
.B(Q),
.Cin(cin),
.S(S),
.Cout(Cout)
);
endmodule
```
**flow/config.mk**
```make
export PLATFORM = sky130hd
export DESIGN_NAME = Subtractoreightbit
export DESIGN_NICKNAME = Subtractoreightbit
export VERILOG_FILES = /design/flow/design.v
export SDC_FILE = /design/flow/constraint.sdc
export NUM_CORES = 4
export LEC_CHECK = 1
export CORE_AREA = 10 10 70 70
export DIE_AREA = 0 0 80 80
```
==> impl_metrics.ini <==
; generated from flow reports
[placement]
dpl_worst_slack_ns = -1.616
gp_congestion = 0.7364
port_buffers = 25
post-place-cells = 119
dp_hpwl_um = 981.5

[finish]
drive_gt1_share_pct = 42.47
nClkBuffers = 0
seq_area_um2 = 0
stdcell_count = 119
flops = 0
post-route-util_pct = 21.50
area_growth_pct = 85.17

[die]
fp.dieW_um = 80
initCoreUtil_pct = 11.61
rows = 21
core-area_um2 = 3416
die_h_um = 80
pin_count = 25
chipArea_um2 = 6400

[grt]
grt_max_degree = 4
grt_first_pass_wirelength_um = 1669
grt_use_total_pct = 3.199
grt-ovfl-total = 0
grt_pass1_vias = 376
antenna_found_initial = 0

[yosys]
syn_area_per_cell_um2 = 8.263
xor_share_pct = 11.04
top_cell_area_share_pct = 35.33
synth.logic.top_family = adder cells
syn_area_um2 = 396.6
synthAdderAreaFrac_pct = 41.64
ys_warn_count = 0
ys_area_um2 = 396.6
netlist_instances = 48
top_area_cell = fa_1
simple_gate_share_pct = 14.20
synth.area.mux_share_pct = 0
ys_cells = 48
yosys.stat.seqShare_pct = 0
ys_sh_aoi_pct = 1.893
top_cells_by_area = fa_1, inv_1, buf_4
synth_cell_types = 12

[power]
powerDensity_nw_per_um2 = 127.1
p_sw_share_pct = 35.08
power_frac_clock_pct = 0
internal-power_uw = 60.60
p_leak_uw = 0.0003254
vdd_drop_max_v = 0.00001999
total_power_uw = 93.33
seqPwrFrac_pct = 0
p_switching_uw = 32.74
p_comb_share_pct = 100.0

[sta]
finalSetupViolCount = 4
fmax_mhz = 217.5
setup_tns_ns = -1.670
relSlewSlack_pct = 85.02
setup_ws_ns = -0.6982
hold_viol = 0
worst_pin_slew_ns = 0.2231
rsz0062_at_grt = yes
period_used_pct = 117.9
timing.final.max_slew_violations = 0
fin_crit_ns = 4.598

[drt]
drtAntennaViolNets = 0
drtIter0Drc = 0
num_vias = 339
firstDrtPassIters = 1
num_antenna_cells = 0
vias_per_cell = 2.849
wl_um = 1003
drcViolationCount = 0
wl_per_cell_um = 8.429

[run]
warnings = 35
maxCapViolations = 0

[setup_path]
path_max_fanout = 2
start_kind = input port
end_kind = primary output
criticalPathCategory = in2out
setup.worst_path.start = B[1]
required_ns = 3.12
arrival_ns = 3.82
critPathCapture = S[7]

[min_path]
hold_class = in2out

[run_status]
status = complete, but fails checks
violations = negative setup slack

[cts]
postCtsHoldBufs = 0
## worst min-delay path by stage
stage                 depth (start not counted)  from  endpoint  slack (ns)
after CTS                                     3  B[0]      S[0]        2.25
after global routing                          3  B[0]      S[0]        2.27
final                                         3  B[0]      S[0]        2.24
## through the flow
stage / area (um^2) / hold slack [ns]
global placement: 744.5 / 2.610
detailed placement: 744.5 / 2.606
finish: 734.5 / 2.244
CTS: 739.5 / 2.248
global route: 734.5 / 2.270
floorplan: 436.7 / 1.674
## repair_timing
| item | in CTS | in global routing |
|---|---|---|
| cloned | 0 | 0 |
| pin swaps | 7 | 4 |
| endpoints found under the setup margin | 6 | 5 |
| gates resized | 33 | 1 |
| setup buffers | 0 | 0 |
## worst max-delay path, stage by stage
cell   delay (ns)
buf_8        0.09
inv_8        0.03
ha_4         0.25
inv_2        0.03
fa_2         0.35
fa_2         0.34
fa_2         0.34
fa_2         0.35
fa_2         0.34
fa_2         0.34
inv_2        0.06
fa_1         0.38
buf_2        0.13
## routing by layer
metal	global-route usage, %	wire length (um)	vias up
met5	0	0	-
met4	0	0	0
met3	0.5682	79	0
met2	6.260	551	11
met1	3.678	371	150
li1	-	-	178
## Yosys cell counts, drive strengths merged
master,instances
ha,2
buf,8
nor4,1
fa,7
nand2,2
xor2,2
nor2,3
or4,1
o31ai,1
nand3,1
xnor2,3
inv,17
## cell type report
cell class / count / area (um^2)
fillers: 382 / 2681
multi-input cells: 23 / 302.8
repair buffers: 33 / 297.8
inverters: 17 / 76.32
well taps: 46 / 57.56
## power groups by stage
stage	logic, uW	clock network [uW]	registers, uW
after CTS	99.7	0	0
after global routing	109	0	0
final	93.3	0	0
## cell families (layout without fill, tap and decap cells)
group	after synthesis	after routing
buf+inv	25	50
simple gates	8	8
fa+ha+maj	9	9
compound gates	1	1
xor+xnor	5	5
## placed cells by master (no fill, tap or decap)
master / Yosys / routed
buf_2: 0 / 3
buf_4: 8 / 8
buf_8: 0 / 2
clkbuf_2: 0 / 1
clkdlybuf4s15_1: 0 / 1
clkdlybuf4s50_1: 0 / 16
dlygate4sd2_1: 0 / 2
fa_1: 7 / 1
fa_2: 0 / 6
ha_2: 0 / 1
ha_4: 0 / 1
inv_1: 17 / 10
inv_2: 0 / 5
inv_6: 0 / 1
inv_8: 0 / 1
nand2_1: 2 / 2
nand3_1: 1 / 1
nor2_1: 3 / 3
nor4_4: 1 / 1
o31ai_1: 1 / 1
or4_4: 1 / 1
xnor2_1: 3 / 3
xor2_1: 2 / 2
Power is estimated from default activity; no workload was simulated.
